[flow/design.v]
`timescale 1ns / 1ps
module BCD_SEG(
    input wire [3:0] BCD, 
    output reg [7:0] s
);
    always @(*) begin
        case(BCD)
            0: s = 8'b0000_0011; 
            1: s = 8'b1001_1111;
            2: s = 8'b0010_0101;
            3: s = 8'b0000_1101;
            4: s = 8'b1001_1001;
            5: s = 8'b0100_1001;
            6: s = 8'b0100_0001;
            7: s = 8'b0001_1111;
            8: s = 8'b0000_0001;
            9: s = 8'b0000_1001;
            default s = 8'b0000_0000;
        endcase
end
endmodule
`timescale 1ns / 1ps
module COUNT_BCD(
    input wire clk,  
    input wire reset, 
    input wire en,  
    input wire [15:0] count, 
    output reg [19:0] BCD,
    output reg rdy
    );
    parameter IDLE = 0; 
    parameter SHIFT = 1;
    parameter ADD = 2;
    reg [15:0] count_p;  
    reg [4:0] shift_idx;  
    reg [1:0] state;  
    reg [19:0] BCD_temp;  
    always @(posedge clk or posedge reset) begin
        if(reset) begin
            BCD <= 0;
            rdy <= 0; 
            shift_idx <= 0; 
            count_p <= 0; 
            state <= IDLE;
        end
        else begin
            case(state)
                IDLE : begin  
                    if((count_p != count) && en) begin  
                        rdy <= 0;
                        BCD <= 0;  
                        count_p <= count;  
                        shift_idx <= 0;  
                        state <= SHIFT;  
                    end 
                    else state <= IDLE;  
                    rdy <= 0;  
                end
                SHIFT : begin  
                    BCD <= {BCD[18:0], count_p[15 - shift_idx]};  
                    shift_idx <= shift_idx + 1;  
                    state <= ADD;  
                    rdy <= 0;  
                end
                ADD : begin  
                    if(shift_idx == 16) begin
                        rdy <= 1;     
                        state <= IDLE;   
                    end
                    else begin  
                        BCD <= {(BCD[15:12] >= 5) ? BCD[15:12] + 4'd3 : BCD[15:12], 
                            (BCD[11:8] >= 5) ? BCD[11:8] + 4'd3 : BCD[11:8],
                            (BCD[7:4] >= 5) ? BCD[7:4] + 4'd3 : BCD[7:4],
                            (BCD[3:0] >= 5) ? BCD[3:0] + 4'd3 : BCD[3:0]}; 
                        state <= SHIFT;  
                        rdy <= 0;  
                    end
                end
            endcase             
        end
    end
endmodule
`timescale 1ns / 1ps
module MultTop_seq(input wire clk, input wire reset, input wire m_enable, input wire [7:0] a, input wire [7:0] b, 
               output wire [3:0] an, output wire [7:0] seg);
    wire rdy;
    reg [15:0] latched_BCD;  
    wire [15:0] mult_out; 
    wire convert_en; 
    Seq_Mult SeqMultiplier(.A(a), .B(b), .rst(reset), .clk(clk), .enable(m_enable), .res(mult_out), .ready(convert_en));
    wire [19:0] BCD_out; 
    COUNT_BCD converter(.clk(clk), .en(convert_en), .reset(reset), .count(mult_out), .BCD(BCD_out), .rdy(rdy));
    always @(posedge clk or posedge reset) begin
        if(reset) begin
            latched_BCD <= 0;
        end
        else if(rdy) begin
            latched_BCD <= BCD_out[15:0]; 
        end
    end
    wire [3:0] md_an; wire [7:0] md_seg; 
    Multi_Driver MD(.clk(clk), .sw(latched_BCD), .an(md_an), .seg(md_seg));
    assign an = md_an;
    assign seg = md_seg;
endmodule
`timescale 1ns / 1ps
`default_nettype none
module Multi_Driver(
    input wire clk, 
    input wire [15:0] sw,
    output reg [3:0] an,
    output reg [7:0] seg
    );
    wire [7:0] segValues [3:0]; 
    genvar i;
    generate 
        for(i = 0; i < 4; i = i + 1) begin
            BCD_SEG x(sw[3 + 4 * i:4 * i], segValues[i]); 
        end
    endgenerate
    parameter DELAY = 4095; 
    reg [11:0] count = 0;  
    always @(posedge clk) begin
        if(count < (DELAY / 4)) begin
            an <= 4'b1110;
            seg <= segValues[0];
        end
        else if (count < (DELAY / 2)) begin
            an <= 4'b1101;
            seg <= segValues[1];
        end
        else if (count < ((3 * DELAY) / 4)) begin
            an <= 4'b1011;
            seg <= segValues[2];
        end
        else begin
            an <= 4'b0111;
            seg <= segValues[3];
        end
        count <= count + 1; 
    end
endmodule
`timescale 1ns / 1ps
module Seq_Mult(
        input wire [7:0] A,
        input wire [7:0] B,
        input wire clk,
        input wire rst,
        input wire enable,
        output reg [15:0] res,
        output reg ready
    );
    parameter idle = 2'b00;
    parameter multiplying = 2'b01;
    parameter done = 2'b10;
    reg [1:0] state;
    reg [2:0] ns;
    reg [2:0] count;
    reg [15:0] temp_output;
    reg [15:0] Multiplier;
    reg [7:0] Multiplicand;
    always@(posedge clk) begin
        if(rst == 1) begin
            count <= 0;
            temp_output <= 0;
            res <= 0;
            ready <= 0;
            ns <= 0;
            Multiplier <= 0;
            Multiplicand <= 0;
        end
        else begin
        case(state)
            idle: begin
                count <= 0;
                temp_output <= 0;
                if(!enable)
                    ns <= idle;
                else 
                    ns <= multiplying;
                Multiplier[7:0] <= A;
                Multiplicand <= B;
                res <= res; 
                end
            multiplying: begin
                ready <= 0;
                if(Multiplicand[0])
                    temp_output = temp_output + Multiplier;
                Multiplier <= Multiplier << 1;
                Multiplicand <= {1'b0, Multiplicand[7:1]};
                if(count == 3'b111)
                    ns<=done;
                else begin
                    count <= count + 1;
                    ns <= multiplying;
                end
                end
            done: begin
                res <= temp_output;
                ready <= 1;
                count <= 0;
                temp_output <= 0;
                ns <= idle;
                Multiplier <= 0;
                Multiplicand <= 0;
                end
            default begin
                count <= 0;
                temp_output <= 0;
                res <= 0;
                ready <= 0;
                ns <= 0;
                Multiplier <= 0;
                Multiplicand <= 0;
            end
        endcase
        end
    end
    always@(negedge clk) begin
        if(rst) state <= 0; 
        else state <= ns;
    end
endmodule
[flow/config.mk]
export PLATFORM = sky130hd
export DESIGN_NAME = MultTop_seq
export DESIGN_NICKNAME = MultTop_seq
export VERILOG_FILES = /design/flow/design.v
export SDC_FILE = /design/flow/constraint.sdc
export NUM_CORES = 4
export LEC_CHECK = 1
export CORE_UTILIZATION = 30
[flow/constraint.sdc]
current_design MultTop_seq

set clk_period 6.0
set clk_io_pct 0.2

create_clock -name clk0 -period $clk_period [get_ports {clk}]

set non_clock_inputs [all_inputs -no_clocks]
set_input_delay [expr $clk_period * $clk_io_pct] -clock clk0 $non_clock_inputs
set_output_delay [expr $clk_period * $clk_io_pct] -clock clk0 [all_outputs]
[flow/run.sh]
#!/bin/bash
# OpenROAD 26Q1-2900-gdf79404cd8, Yosys 0.63+post, stock flow scripts
make -C /OpenROAD-flow-scripts/flow DESIGN_CONFIG=/design/flow/config.mk WORK_HOME=/design/flow/orfs finish
==> results.json <==
{
  "antenna_cells": 0,
  "drive_above_1_share": 0.0950,
  "io_pins": 31,
  "fp.coreArea_sq_um": 24500,
  "fin_worst_skew_ns": 0.0314,
  "die_area_sq_um": 25700,
  "yosys.cell_types.count": 66,
  "met2_wirelength_mm": 6.93,
  "outcome": "finished, final reports clean",
  "crit_buf_inv": 2,
  "gr-total-overflow": 0,
  "clock_path_buffers": 2,
  "num_rows": 57,
  "clk_latency_ns": 0.44,
  "nFillCells": 2376,
  "grt_pass1_wl_mm": 26.4,
  "gr-usage-all-layers": 0.126,
  "port_buffers": 30,
  "syn_inst": 791,
  "post_cts_resized": 0,
  "gp_congestion": 0.870,
  "grt_max_degree": 58,
  "setup-violations-final": 0,
  "numSynthFlops": 145,
  "maxCapViolCount": 0,
  "wl_met3_um": 428,
  "die_h_um": 160,
  "power_frac_clock": 0.511,
  "area_growth_pct": 16.2,
  "initial_core_util": 0.307,
  "startpoint_type": "flop",
  "avgSynthCellArea_sq_um": 9.49,
  "remaining_drc_errors": 0,
  "p_leak_nw": 3.43,
  "cts_tree": "built",
  "cp_data_arrival_time_ns": 5.24,
  "highest_layer": "met4",
  "root_buffer": "clkbuf_16",
  "yosys_cells": 791,
  "max_stage_delay_ns": 0.31,
  "postCtsSetupRepairBufs": 0,
  "critPathRequiredTime_ns": 6.30,
  "hpwlAfterDp_mm": 10.6,
  "lay_top_count": "dfxtp_1",
  "first_pass_iters": 4,
  "chipWidth_um": 160,
  "tns_ns": 0,
  "rsz0062_at_grt": "no",
  "power_switching_mw": 0.458,
  "synth-edff-count": 0,
  "ant_nets": 0,
  "cp_top_family": "buffers and inverters",
  "yosysWarnings": 5,
  "warnings": 48,
  "vias_per_cell": 4.95,
  "finalHoldViolations": 0,
  "path_max_fanout": 35,
  "powerDensity_nw_per_um2": 244,
  "layout.area.comb_sq_um": 3990,
  "layout_setup_ws_ns": 1.06,
  "synth-main-ff-cell": "dfxtp_1",
  "critical_path.cell_chain": "buf_4, nor2_1, and2_1, buf_4, nand4b_1, mux2i_1, a311o_1",
  "netlist_area_sq_um": 7510,
  "crit_slowest_cell": "and2_1",
  "wl_per_cell_um": 13.3,
  "internal-power_mw": 1.67,
  "slew_viol_final": 0,
  "yosysSeqAreaShare": 0.425,
  "yosysChipArea_sq_um": 7510,
  "relSlewSlack": 0.467,
  "clkSinkCount": 145,
  "cp_common_cell": "buf_4",
  "cp-end-kind": "flop",
  "hp-class": "flop to flop",
  "grt_pass1_vias": 5273,
  "p_seq_frac": 0.463,
  "pre_cts_slack_ns": 1.10,
  "hold_buffers": 0,
  "tightest_slew_ns": 0.799,
  "clk_pin_slew_ns": 0.07,
  "vdd_drop_max_mv": 0.167,
  "antenna_found_initial": 0,
  "num_vias": 5664,
  "drt_wl_total_mm": 15.2,
  "met1_length_mm": 7.52,
  "most-common-layout-cells": "88 x dfxtp_1, 70 x a21oi_1, 59 x nand2_1, 56 x dfrtp_1, 48 x ha_1",
  "regArea_sq_um": 3190,
  "cts_buffers": 17,
  "drt_iter0_drc": 372,
  "switching_share": 0.215,
  "ctsHtreeMaxLevel": 4,
  "pwr-share-comb": 0.026,
  "critPathKind": "flop to flop",
  "synth_async_sr_flop_share": 0.393
}
through the flow:
step | hold slack (ns) | total power, mW | utilization | instances | cell area (sq um)
global route | 0.422 | 2.21 | 0.356 | 1145 | 8720
floorplan | 0.370 | 1.04 | - | 791 | 7510
finish | 0.400 | 2.13 | 0.356 | 1145 | 8720
global placement | 0.381 | 1.07 | 0.331 | 1112 | 8110
CTS | 0.402 | 2.15 | 0.356 | 1145 | 8720
detailed placement | 0.386 | 1.07 | 0.331 | 1112 | 8110
power by group through the flow:
stage | sequential [mW] | clock, mW | combinational [mW]
finish | 0.986 | 1.09 | 0.0560
CTS | 0.986 | 1.11 | 0.0573
global route | 0.987 | 1.16 | 0.0631
path summary, 6_finish.rpt:
| path | startpoint | to | slack, ns | depth (start not counted) |
|---|---|---|---|---|
| setup / recovery | SeqMultiplier.state[1] | SeqMultiplier.temp_output[12] | 1.06 | 7 |
| hold / removal | MD.count[0] | MD.count[0] | 0.40 | 1 |
| setup reg to reg | SeqMultiplier.state[1] | SeqMultiplier.temp_output[12] | 1.06 | 7 |
| hold reg to reg | MD.count[0] | MD.count[0] | 0.40 | 1 |
| max in group asynchronous | reset | converter.rdy | 3.92 | 4 |
| min in group asynchronous | reset | converter.count_p[12] | 1.59 | 4 |
cell usage after synthesis (all sizes together), types with 15 or more instances:
cell | count | area share
a22o | 26 | 0.031
nand2b | 15 | 0.013
nand3b | 16 | 0.016
inv | 41 | 0.021
dfxtp | 88 | 0.23
xnor2 | 29 | 0.034
o21ai | 40 | 0.027
nand3 | 25 | 0.017
nor2 | 41 | 0.021
mux2 | 23 | 0.035
mux2i | 19 | 0.025
clkbuf | 33 | 0.017
nor3 | 15 | 0.010
a21oi | 70 | 0.047
nand2 | 59 | 0.030
ha | 48 | 0.080
dfrtp | 56 | 0.19
logic make-up (layout without fill, tap and decap cells):
logic type / after synthesis / after routing / share of synthesized area
compound gates: 211 / 211 / 0.185
fa+ha+maj: 49 / 49 / 0.0827
flops: 145 / 145 / 0.425
mux: 45 / 45 / 0.0688
xor+xnor: 36 / 36 / 0.0420
buf+inv: 83 / 113 / 0.0438
simple gates: 222 / 222 / 0.152
per-layer routing:
metal	GRT usage	up-vias
met5	0	-
met3	0.0204	27
met2	0.196	95
met1	0.189	2664
li1	-	2878
met4	0.0290	0
state kept, by name, indices dropped and copies added, names as in the netlist:
register and flops:
latched_BCD 16, converter.shift_idx 5, converter.count_p 16, SeqMultiplier.temp_output 16
SeqMultiplier.ns 2, SeqMultiplier.ready 1, MD.an 4, SeqMultiplier.state 2
SeqMultiplier.Multiplier 16, SeqMultiplier.Multiplicand 8, converter.rdy 1, MD.count 12
SeqMultiplier.res 16, converter.state 3, SeqMultiplier.count 3, MD.seg 8
converter.BCD 16
final cells by class:
cell class                      instances  share of cell area
Clock buffer                           21              0.0554
Sequential cell                       145               0.366
Multi-Input combinational cell        563               0.458
Clock inverter                         13              0.0154
Inverter                               41              0.0177
Timing Repair Buffer                   38              0.0413
Tap cell                              324              0.0465
Power and IR drop assume default switching activity.
