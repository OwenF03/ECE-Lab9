==> design/flow/design.v <==
`timescale 1ns / 1ps
module BCD_SEG(
    input wire [3:0] BCD, 
    output reg [7:0] s
);
    always @(*) begin
        case(BCD)
            0: s = 8'b0000_0011; 
            1: s = 8'b1001_1111;
            2: s = 8'b0010_0101;
            3: s = 8'b0000_1101;
            4: s = 8'b1001_1001;
            5: s = 8'b0100_1001;
            6: s = 8'b0100_0001;
            7: s = 8'b0001_1111;
            8: s = 8'b0000_0001;
            9: s = 8'b0000_1001;
            default s = 8'b0000_0000;
        endcase
end
endmodule
`timescale 1ns / 1ps
module COUNT_BCD(
    input wire clk,  
    input wire reset, 
    input wire en,  
    input wire [15:0] count, 
    output reg [19:0] BCD,
    output reg rdy
    );
    parameter IDLE = 0; 
    parameter SHIFT = 1;
    parameter ADD = 2;
    reg [15:0] count_p;  
    reg [4:0] shift_idx;  
    reg [1:0] state;  
    reg [19:0] BCD_temp;  
    always @(posedge clk or posedge reset) begin
        if(reset) begin
            BCD <= 0;
            rdy <= 0; 
            shift_idx <= 0; 
            count_p <= 0; 
            state <= IDLE;
        end
        else begin
            case(state)
                IDLE : begin  
                    if((count_p != count) && en) begin  
                        rdy <= 0;
                        BCD <= 0;  
                        count_p <= count;  
                        shift_idx <= 0;  
                        state <= SHIFT;  
                    end 
                    else state <= IDLE;  
                    rdy <= 0;  
                end
                SHIFT : begin  
                    BCD <= {BCD[18:0], count_p[15 - shift_idx]};  
                    shift_idx <= shift_idx + 1;  
                    state <= ADD;  
                    rdy <= 0;  
                end
                ADD : begin  
                    if(shift_idx == 16) begin
                        rdy <= 1;     
                        state <= IDLE;   
                    end
                    else begin  
                        BCD <= {(BCD[15:12] >= 5) ? BCD[15:12] + 4'd3 : BCD[15:12], 
                            (BCD[11:8] >= 5) ? BCD[11:8] + 4'd3 : BCD[11:8],
                            (BCD[7:4] >= 5) ? BCD[7:4] + 4'd3 : BCD[7:4],
                            (BCD[3:0] >= 5) ? BCD[3:0] + 4'd3 : BCD[3:0]}; 
                        state <= SHIFT;  
                        rdy <= 0;  
                    end
                end
            endcase             
        end
    end
endmodule
`timescale 1ns / 1ps
module MultTop(input wire clk, input wire reset, input wire [7:0] a, input wire [7:0] b, 
               output wire [3:0] an, output wire [7:0] seg);
    wire rdy;
    reg [15:0] latched_BCD;  
    wire [15:0] mult_out; 
    combo_mult ComboMultiplier(.a(a), .b(b), .res(mult_out));
    wire [19:0] BCD_out; 
    COUNT_BCD converter(.clk(clk), .reset(reset), .en(1), .count(mult_out), .BCD(BCD_out), .rdy(rdy));
    always @(posedge clk or posedge reset) begin
        if(reset) begin
            latched_BCD <= 0;
        end
        else if(rdy) begin
            latched_BCD <= BCD_out[15:0]; 
        end
    end
    wire [3:0] md_an; wire [7:0] md_seg; 
    Multi_Driver MD(.clk(clk), .sw(latched_BCD), .an(md_an), .seg(md_seg));
    assign an = md_an;
    assign seg = md_seg;
endmodule
`timescale 1ns / 1ps
`default_nettype none
module Multi_Driver(
    input wire clk, 
    input wire [15:0] sw,
    output reg [3:0] an,
    output reg [7:0] seg
    );
    wire [7:0] segValues [3:0]; 
    genvar i;
    generate 
        for(i = 0; i < 4; i = i + 1) begin
            BCD_SEG x(sw[3 + 4 * i:4 * i], segValues[i]); 
        end
    endgenerate
    parameter DELAY = 4095; 
    reg [11:0] count = 0;  
    always @(posedge clk) begin
        if(count < (DELAY / 4)) begin
            an <= 4'b1110;
            seg <= segValues[0];
        end
        else if (count < (DELAY / 2)) begin
            an <= 4'b1101;
            seg <= segValues[1];
        end
        else if (count < ((3 * DELAY) / 4)) begin
            an <= 4'b1011;
            seg <= segValues[2];
        end
        else begin
            an <= 4'b0111;
            seg <= segValues[3];
        end
        count <= count + 1; 
    end
endmodule
`timescale 1ns / 1ps
module combo_mult(input wire [7:0] a, input wire [7:0] b, output wire [15:0] res);
    wire [15:0] m [7:0];
    wire [15:0] sums [7:0];
    genvar i; 
    generate 
        for(i = 0; i < 8; i = i + 1) begin
            assign m[i] = (a[i] != 0) ? ({{8'b0}, b} << i) : 16'b0;
        end
    endgenerate
    assign res = m[0] + m[1] + m[2] + m[3] + m[4] + m[5] + m[6] + m[7];
endmodule
==> design/flow/run.sh <==
#!/bin/bash
# OpenROAD 26Q1-2900-gdf79404cd8, Yosys 0.63+post, stock flow scripts
make -C /OpenROAD-flow-scripts/flow DESIGN_CONFIG=/design/flow/config.mk WORK_HOME=/design/flow/orfs finish
==> design/flow/config.mk <==
export PLATFORM = sky130hd
export DESIGN_NAME = MultTop
export DESIGN_NICKNAME = MultTop
export VERILOG_FILES = /design/flow/design.v
export SDC_FILE = /design/flow/constraint.sdc
export NUM_CORES = 4
export LEC_CHECK = 1
export CORE_UTILIZATION = 30
==> design/flow/constraint.sdc <==
current_design MultTop

set clk_period 7.6
set clk_io_pct 0.2

create_clock -name clk0 -period $clk_period [get_ports {clk}]

set non_clock_inputs [all_inputs -no_clocks]
set_input_delay [expr $clk_period * $clk_io_pct] -clock clk0 $non_clock_inputs
set_output_delay [expr $clk_period * $clk_io_pct] -clock clk0 [all_outputs]
==> run_summary.xml <==
<?xml version="1.0" encoding="UTF-8"?>
<metrics>
  <group name="layout">
    <metric name="regArea" unit="um2">1910</metric>
    <metric name="layout-area-overhead-vs-synth" unit="%">23.9</metric>
    <metric name="layout_top_cells" unit="">nand2_1 (76), inv_1 (72), o21ai_0 (62)</metric>
    <metric name="postLayoutCellArea" unit="um2">8210</metric>
    <metric name="multiInputGateArea" unit="um2">4570</metric>
    <metric name="final_layout_top_logic_cell" unit="">nand2_1</metric>
    <metric name="fillerInstances" unit="">2140</metric>
    <metric name="finalCoreUtilization" unit="%">37.7</metric>
    <metric name="final_layout_size_suffix_gt1_share" unit="%">19.9</metric>
    <metric name="layoutNonFillerInstCount" unit="">1083</metric>
  </group>
  <group name="sta">
    <metric name="final_critical_path_setup_slack" unit="ns">0.215</metric>
    <metric name="timing.max_slew.rel_slack" unit="%">42.1</metric>
    <metric name="min_period" unit="ns">7.38</metric>
    <metric name="clock-skew-final" unit="ns">0.00759</metric>
    <metric name="finalClockPeriodUsage" unit="%">97.2</metric>
    <metric name="setup_repair_after_global_routing_missed_its_margin" unit="">yes</metric>
    <metric name="hold_viol" unit="">0</metric>
    <metric name="timing.final.max_slew_violations" unit="">0</metric>
    <metric name="finalSetupViolations" unit="">0</metric>
    <metric name="achievable-frequency" unit="GHz">0.135</metric>
    <metric name="worst-slew-pin-transition" unit="ns">0.869</metric>
  </group>
  <group name="power">
    <metric name="p_leak" unit="nW">3.78</metric>
    <metric name="power.ir.vdd_worst" unit="V">0.000127</metric>
    <metric name="power_per_cell_area" unit="nW/um2">339</metric>
    <metric name="totalPowerFinal" unit="mW">2.78</metric>
  </group>
  <group name="floorplanning">
    <metric name="core_area" unit="um2">21800</metric>
    <metric name="top_level_ports" unit="">30</metric>
    <metric name="die-height" unit="um">151</metric>
    <metric name="die_x" unit="um">151</metric>
    <metric name="placementRows" unit="">54</metric>
    <metric name="floorplanUtilization" unit="%">30.5</metric>
    <metric name="chip_area" unit="um2">22700</metric>
  </group>
  <group name="worst_setup_path">
    <metric name="cpLargestDelayFamily" unit="">adder cells</metric>
    <metric name="required" unit="ns">7.82</metric>
    <metric name="reg2reg_setup_slack" unit="ns">4.90</metric>
    <metric name="critPathMaxFanout" unit="">8</metric>
    <metric name="crit_top_cell" unit="">fa_1</metric>
    <metric name="critical_path_startpoint_category" unit="">input port</metric>
    <metric name="regToRegStartpoint" unit="">converter.count_p[3]</metric>
    <metric name="worst-setup-path-type" unit="">input port to flop</metric>
    <metric name="cp_max_delay_cell" unit="">or4b_4</metric>
    <metric name="endpoint_class_of_the_critical_path" unit="">flop</metric>
    <metric name="critPathArrivalTime" unit="ns">7.61</metric>
    <metric name="critical_path_buffers_and_inverters" unit="">8</metric>
    <metric name="slowest_delay" unit="ns">0.56</metric>
    <metric name="timing.critical_path.from" unit="">a[1]</metric>
  </group>
  <group name="global_route">
    <metric name="aggregate_global_routing_overflow" unit="">0</metric>
    <metric name="pin_count_of_the_biggest_net_entering_global_routing" unit="">58</metric>
    <metric name="grt_first_pass_wirelength" unit="mm">24.6</metric>
    <metric name="antenna_found_initial" unit="">0</metric>
    <metric name="globalRouteTotalUtil" unit="%">13.7</metric>
    <metric name="grt_pass1_vias" unit="">5156</metric>
  </group>
  <group name="placement">
    <metric name="pre_cts_slack" unit="ns">-0.796</metric>
    <metric name="dp.final_hpwl" unit="mm">10.3</metric>
    <metric name="gpl.final_weighted_congestion" unit="">0.906</metric>
    <metric name="detailed_place.area" unit="um2">7740</metric>
    <metric name="port_buffers" unit="">29</metric>
    <metric name="place.detailed.instances" unit="">1064</metric>
  </group>
  <group name="worst_hold_path">
    <metric name="worst_hold_check_path_type" unit="">flop to flop</metric>
    <metric name="hp-start" unit="">MD.count[0]</metric>
  </group>
  <group name="synth">
    <metric name="postSynthAreaPerCell" unit="um2">9.15</metric>
    <metric name="yosysUniqueCellTypes" unit="">64</metric>
    <metric name="post_synthesis_instance_area" unit="um2">6630</metric>
    <metric name="number_of_synthesized_register_bits" unit="">81</metric>
    <metric name="synth-warning-count" unit="">6</metric>
    <metric name="post_synth_inst_count" unit="">724</metric>
    <metric name="ys_cells" unit="">724</metric>
    <metric name="synthesized_chip_area_reported_by_yosys" unit="um2">6630</metric>
    <metric name="postSynth.asyncResetShare" unit="%">70.4</metric>
    <metric name="yosys.stat.seqShare" unit="%">28.8</metric>
    <metric name="number_of_enable_type_register_cells_in_the_synthesized_netlist" unit="">0</metric>
    <metric name="synth_top_flop_cell" unit="">dfrtp_1</metric>
  </group>
  <group name="clock_tree">
    <metric name="worst_skew_pair.late_latency" unit="ns">0.34</metric>
    <metric name="clock_pin_transition_on_the_worst_setup_and_hold_timing_paths" unit="ns">0.06</metric>
    <metric name="cts.sink_count" unit="">81</metric>
    <metric name="max-clock-path-buffers" unit="">2</metric>
    <metric name="clock_tree_from_tritoncts" unit="">built</metric>
    <metric name="clockRootBuffer" unit="">clkbuf_16</metric>
    <metric name="numCtsBuffers" unit="">9</metric>
    <metric name="h_tree_depth" unit="">3</metric>
  </group>
  <group name="detailed_routing">
    <metric name="totalWireLength" unit="mm">13.8</metric>
    <metric name="ant_nets" unit="">0</metric>
    <metric name="vias" unit="">5106</metric>
    <metric name="drt-vias-per-instance" unit="">4.71</metric>
    <metric name="first_pass_iters" unit="">4</metric>
    <metric name="drt_first_iter_violations" unit="">197</metric>
    <metric name="detail_route.antenna_diodes" unit="">0</metric>
    <metric name="wire_per_inst" unit="um">12.7</metric>
    <metric name="post-route-drc-count" unit="">0</metric>
  </group>
  <group name="run_status">
    <metric name="outcome" unit="">finished, final reports clean</metric>
  </group>
  <group name="job">
    <metric name="warnings" unit="">48</metric>
    <metric name="max_cap_violations" unit="">0</metric>
  </group>
</metrics>
## routing by layer
metal	GRT usage, %	part of all wire [%]	wire length [um]
met4	0.950	0.85	117
met3	2.13	2.9	402
met1	20.2	50	6890
met2	22.5	46	6350
met5	0	0	0
## registers in the layout (all words and copies together), names as in the netlist
name	count
converter.shift_idx	5
MD.seg	8
converter.BCD	16
converter.state	3
latched_BCD	16
MD.an	4
converter.count_p	16
converter.rdy	1
MD.count	12
## cell families after synthesis
family,after synthesis,share of synthesized area (%)
xor+xnor,41,5.63
mux,34,6.57
fa+ha+maj,99,22.5
buf+inv,109,6.27
flops,81,28.8
simple gates,203,15.4
compound gates,157,14.8
## synth_stat cells, types with 22 or more instances
cell type  count  area [um2]
ha_1          65         813
dfrtp_1       56        1400
dfxtp_1       24         480
inv_1         82         308
fa_1          34         681
and2_1        40         250
nor2_1        28         105
o21ai_0       65         325
a21oi_1       26         130
nand2_1       77         289
clkbuf_1      22        82.6
xnor2_1       24         210
## where the power goes
| group | internal, mW | leakage, nW | switching, mW |
|---|---|---|---|
| logic | 0.815 | 2.75 | 0.740 |
| clock network | 0.254 | 0.141 | 0.173 |
| registers | 0.582 | 0.891 | 0.220 |
## worst reg2reg max path: stages, from the launching register on
cell      delay (ns)
dfrtp_1         0.40
xor2_1          0.18
nor4_2          0.28
o311ai_1        0.15
nor4_2          0.29
nand4_1         0.14
or4b_4          0.56
buf_8           0.17
and2_4          0.16
mux2_4          0.25
## cell type report
type,instances,area share [%]
repair buffers,90,9.48
inverters,82,3.78
flip-flops and latches,81,23.2
clock inverters,5,0.686
well taps,280,4.27
clock buffers,11,2.83
multi-input cells,534,55.7
## timing repair
action | CTS | global route
buffers inserted | 2 | 4
setup endpoints to repair | 33 | 32
gates cloned | 0 | 0
pin swaps | 20 | 31
hold buffers | 0 | 0
resized | 31 | 31
## path summary, 6_finish.rpt
path / end / depth (start not counted)
hold / removal: MD.count[0] / 1
setup reg to reg: converter.shift_idx[0] / 9
max in group asynchronous: converter.shift_idx[0] / 3
setup / recovery: converter.shift_idx[0] / 29
min in group asynchronous: latched_BCD[14] / 3
hold reg to reg: MD.count[0] / 1
## through the flow
stage / hold slack, ns / TNS, ns
final: 0.442 / 0
after global routing: 0.469 / -0.301
after CTS: 0.446 / 0
after floorplan: 0.352 / -0.383
after detailed placement: 0.424 / -21.49
after global placement: 0.416 / -18.52
Power is estimated from default activity; no workload was simulated.
